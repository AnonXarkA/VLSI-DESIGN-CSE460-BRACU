==> design.v <==
module lab( A,B,opCode,clk,C,Carry,Sign,Zero);
    input clk;
    input [3:0] A,B;
   input [2:0] opCode;
   reg [1:0] tmp,tmp2,tmp3,tmp4;
    reg [1:0] temp,temp2,temp3,temp4;
   output reg [3:0] C;
   output reg Carry,Sign,Zero;
    parameter do_reset = 3'b000, do_x_or = 3'b001, do_sub=3'b100, do_and=3'b011, do_add=3'b010;
    reg[2:0] current_state,sub_state,sub_next_state,sub_current_state;
    parameter sub2_S0 = 3'b000, sub2_S1 = 3'b001, sub2_S2=3'b010, sub2_S3=3'b011, sub2_S4=3'b100;
    reg[2:0] and_next_state,and_current_state;
	parameter and2__S0 = 3'b000, and2__S1 = 3'b001, and2__S2=3'b010, and2__S3=3'b011, and2__S4=3'b100;
	reg[2:0] add_next_state,add_current_state;
	parameter add2_S0 = 3'b000, add2_S1 = 3'b001, add2_S2=3'b010, add2_S3=3'b011, add2_S4=3'b100;
	reg[2:0] x_or_next_state,x_or_current_state;
	parameter x_or2_S0 = 3'b000, x_or2_S1 = 3'b001, x_or2_S2=3'b010, x_or2_S3=3'b011, x_or2_S4=3'b100;
always @(posedge clk)
	begin
		if (opCode == do_sub)
		begin
			current_state = do_sub;
			sub_current_state = sub_next_state;
			case(sub_current_state)
				sub2_S0: sub_next_state = sub2_S1;
				sub2_S1: sub_next_state = sub2_S2;
				sub2_S2: sub_next_state = sub2_S3;
				sub2_S3: sub_next_state = sub2_S4;
				sub2_S4: sub_next_state = sub2_S0;
			endcase
		end
		if (opCode == do_and)
				begin
					current_state = do_and;
					and_current_state = and_next_state;
					case(and_current_state)
						and2__S0: and_next_state = and2__S1;
						and2__S1: and_next_state = and2__S2;
						and2__S2: and_next_state = and2__S3;
						and2__S3: and_next_state = and2__S4;
						and2__S4: and_next_state = and2__S0;
					endcase
				end
			if (opCode == do_add)
				begin
					current_state = do_add;
					add_current_state = add_next_state;
					case(add_current_state)
						add2_S0: add_next_state = add2_S1;
						add2_S1: add_next_state = add2_S2;
						add2_S2: add_next_state = add2_S3;
						add2_S3: add_next_state = add2_S4;
						add2_S4: add_next_state = add2_S0;
					endcase
				end
			if (opCode == do_x_or)
				begin
					current_state = do_x_or;
					x_or_current_state = x_or_next_state;
					case(x_or_current_state)
						x_or2_S0: x_or_next_state = x_or2_S1;
						x_or2_S1: x_or_next_state = x_or2_S2;
						x_or2_S2: x_or_next_state = x_or2_S3;
						x_or2_S3: x_or_next_state = x_or2_S4;
						x_or2_S4: x_or_next_state = x_or2_S0;
					endcase
				end
	end
always @(current_state)
    begin
		if(current_state == do_sub)
			case(sub_current_state)
				sub2_S1:
				begin
					temp = A[0] - B[0];
					C[0]=temp[0];
					Carry = temp[1];
				end
				sub2_S2:
				begin
					temp2=A[1] - B[1] - temp[1];
					C[1]=temp2[0];
					Carry = temp2[1];
				end
				sub2_S3:
				begin
					temp3=A[2] - B[2] - temp2[1];
					C[2]=temp3[0];
					Carry = temp3[1];
				end
				sub2_S4:
				begin
					temp4=A[3] - B[3] - temp3[1];
					C[3]=temp4[0];
					Carry = temp4[1];
					Zero = C == 0?1:0;
					Sign = C[3] == 0?0:1;
				end
			endcase
		if(current_state == do_and)
			case(and_current_state)
				and2__S1:
				begin
					C[0]=(A[0] & B[0]);
					Carry = 0;
				end
                and2__S2:
				begin
					C[1]=(A[1] & B[1]);
					Carry = 0;
				end
                and2__S3:
				begin
					C[2]=(A[2] & B[2]);
					Carry = 0;
				end
                and2__S4:
                begin
					C[3]=(A[3] & B[3]);
					Carry = 0;
					Zero = C == 0?1:0;
					Sign = C[3] == 0?0:1;
				end
			endcase
		if(current_state == do_add)
			case(add_current_state)
				add2_S1:
				begin
					tmp = (A[0] + B[0]);
					C[0]=tmp[0];
					Carry = tmp[1];
				end
			    add2_S2:
			    begin
					tmp2 = (A[1] + B[1] + tmp[1]);
					C[1]=tmp2[0];
					Carry = tmp2[1];
				end
			    add2_S3:
			    begin
					tmp3 = (A[2] + B[2] + tmp2[1]);
					C[2]=tmp3[0];
					Carry = tmp3[1];
					end
			    add2_S4:
				begin
					tmp4 = (A[3] + B[3] + tmp3[1]);
					C[3]=tmp4[0];
					Carry = tmp4[1];
					Zero = C == 0?1:0;
					Sign = C[3] == 0?0:1;
				end
			endcase
		if(current_state == do_x_or)
			case(x_or_current_state)
				x_or2_S1:
				begin
					C[0]=(A[0] ^ B[0]);
					Carry = 0;
				end
                x_or2_S2:
                begin
					C[1]=(A[1] ^ B[1]);
					Carry = 0;
				end
                x_or2_S3:
                begin
					C[2]=(A[2] ^ B[2]);
					Carry = 0;
				end
                x_or2_S4:
				begin
					C[3]=(A[3] ^ B[3]);
					Carry = 0;
					Zero = C == 0?1:0;
					Sign = C[3] == 0?0:1;
				end
			endcase
	end
endmodule
==> run.sh <==
#!/bin/bash
# OpenROAD 26Q1-2900-gdf79404cd8, Yosys 0.63+post, stock flow scripts
make -C /OpenROAD-flow-scripts/flow DESIGN_CONFIG=/design/flow/config.mk WORK_HOME=/design/flow/orfs finish
==> config.mk <==
export PLATFORM = sky130hd
export DESIGN_NAME = lab
export DESIGN_NICKNAME = lab
export VERILOG_FILES = /design/flow/design.v
export SDC_FILE = /design/flow/constraint.sdc
export NUM_CORES = 4
export LEC_CHECK = 1
export CORE_UTILIZATION = 50
==> constraint.sdc <==
current_design lab

set clk_period 2.0
set clk_io_pct 0.2

create_clock -name clk0 -period $clk_period [get_ports {clk}]

set non_clock_inputs [all_inputs -no_clocks]
set_input_delay [expr $clk_period * $clk_io_pct] -clock clk0 $non_clock_inputs
set_output_delay [expr $clk_period * $clk_io_pct] -clock clk0 [all_outputs]
==> summary.rpt <==
PHYSICAL IMPLEMENTATION REPORT
----------------------------------------------------
[Logic synthesis]
  Primary flip-flop cell chosen by synthesis mapping ........................ edfxtp_1
  Count of flip-flops with a built-in enable after synthesis ........................ 24
  Top logic cell family in the synthesized netlist ........................ simple AND/OR/NAND/NOR gates
  Number of storage elements in the synthesis netlist ........................ 41
  Fa+ha+maj area frac ........................ 0.08933
  Post-Syn Area ........................ 2157 um^2
  Multiplexer share of the synthesized area ........................ 0.06903
  Yosys-reported design area after synthesis ........................ 2157 um^2
  Post-Syn Instances ........................ 215
  Post-synthesis async set-or-reset flop share ........................ 0
  Synth Area in XOR/XNOR ........................ 0.03654
  Synth unique cells ........................ 46
  AND-OR/OR-AND share of the synthesized area ........................ 0.08411
  Syn avg cell area ........................ 10.03 um^2
  Cell total in the yosys stat output ........................ 215
  Simple-Gate Fraction of Synth Area ........................ 0.2187
  Number of warnings reported in the yosys synthesis log ........................ 15

[Route]
  Antenna fix cells ........................ 0
  Via Count ........................ 1572
  Final antenna-violating net count ........................ 0
  Initial drt markers ........................ 64
  Final routed wire length divided by cell count ........................ 14.05 um
  Number of optimization iterations in the first detailed-route pass ........................ 4
  Drt via density ........................ 5.439
  Remaining routing DRC violations ........................ 0
  Overall routed net length ........................ 4061 um

[Clock network]
  Clock tree from TritonCTS ........................ yes
  Number of clock buffers inserted by TritonCTS ........................ 3
  Clock edge transition at the registers on the reported setup and hold paths ........................ 0.09 ns
  Buffer count from post-CTS setup fixing ........................ 0
  Post-cts resize count ........................ 0
  Cell at the root of the clock tree ........................ clkbuf_8
  H-tree lvl count ........................ 1
  Worst skew pair latency ........................ 0.27 ns
  Cts hold-fix bufs ........................ 0
  Clock buffer depth ........................ 2

[STA]
  Max Clk Rate ........................ 657.0 MHz
  Setup repair after global routing missed its margin ........................ no
  Final Hold Violation Tally ........................ 0
  Worst slew slack as a fraction of its limit ........................ 0.7391
  Least-Margin Pin Slew ........................ 0.3883 ns
  Number of unconstrained endpoints ........................ 20
  Share of the clock period used by the worst path after layout ........................ 0.7610
  Setup TNS Final ........................ 0 ns
  Register pins left without a clock ........................ 13
  Tmin final ........................ 1.522 ns
  Max-slew violation count ........................ 0
  Final setup violation count ........................ 0
  Final worst slack ........................ 0.4780 ns
  Clock skew ........................ 0.0004435 ns

[Placed design]
  Detailed Place HPWL ........................ 3329 um
  # placed instances ........................ 285
  Final weighted congestion in routability-driven placement ........................ 0.8326
  Minimum setup slack after placement ........................ 0.1752 ns
  Port Buffers ........................ 18

[Global route]
  Wire length of the first global-routing pass ........................ 6451 um
  Grt ovf ........................ 0
  Total GRT Usage ........................ 0.2051
  Largest net degree at the start of global routing ........................ 17
  Initial antenna violation count ........................ 0
  Via count of the first global-routing pass ........................ 1422

[Setup path]
  Dominant cell type by count on the critical path ........................ nor2b_1
  Chain of cells forming the critical path ........................ clkdlybuf4s50_1 -> nor2b_1 -> nor2b_1 -> and2_1
  Crit path required time ........................ 1.98 ns
  Arrival time of data at the critical path endpoint ........................ 1.50 ns
  Kind of start point of the critical path ........................ input pin
  Reg2reg setup slack ........................ 0.81 ns
  Category of cells accounting for the largest share of critical-path delay ........................ simple AND/OR/NAND/NOR gates
  Critical path depth in cells ........................ 4
  Critical path startpoint ........................ opCode[1]
  Type of element capturing the critical path ........................ register
  Type of the worst setup path ........................ input pin to register
  Crit Reg-Reg Endpoint ........................ and_next_state[2]
  Largest fanout on the critical path ........................ 4
  Cell with the largest stage delay on the worst path ........................ clkdlybuf4s50_1
  R2R Path Start ........................ and_next_state[0]
  Slowest Stage Delay on Critical Path ........................ 0.52 ns
  R2R depth ........................ 2
  Buf/Inv on CP ........................ 1

[Floorplan]
  Overall die width ........................ 67.68 um
  Initial Utilization ........................ 0.5316
  Die Area ........................ 4581 um^2
  Vertical extent of the die ........................ 67.68 um
  Number of rows created at floorplan ........................ 23
  Top-level port count ........................ 19
  Core region area ........................ 4058 um^2

[Finish]
  Fraction of layout instances using a drive strength above 1 ........................ 0.05439
  Finished Core Util ........................ 0.6142
  Filler instances ........................ 318
  Layout Cells excl Fill ........................ 289
  Area Overhead vs Synth ........................ 15.55%

[Hold path]
  Beginning of the worst hold path ........................ current_state[3]
  Worst min path class ........................ register to register
  Worst Hold Path Cells ........................ 2
  Hold worst-path end ........................ current_state[3]

[Power]
  Leak pwr ........................ 1.046 nW
  Tot Pwr ........................ 0.001425 W
  Power per cell area ........................ 571.8 nW/um^2
  Max rail drop VDD ........................ 0.6883 mV

[Job]
  Max-capacitance violation count ........................ 0
  Number of warnings the tools reported ........................ 27

[Status]
  Result of the run ........................ finished, final reports clean

----------------------------------------------------
[state kept, by name, indices dropped and copies added (netlist names), 3 cells and up]
register	count
sub_current_state	3
current_state	4
and_current_state	3
add_next_state	3
sub_next_state	3
C	4
x_or_current_state	3
add_current_state	3
and_next_state	3
x_or_next_state	3
[area by class of cell]
class | count | area (um^2) | area share
repair buffers | 22 | 210.2 | 0.08434
inverters | 21 | 78.83 | 0.03163
clock buffers | 3 | 41.29 | 0.01657
flip-flops and latches | 41 | 996.0 | 0.3996
multi-input cells | 151 | 1074 | 0.4307
well taps | 50 | 62.56 | 0.02510
clock inverters | 1 | 30.03 | 0.01205
[synth_stat cells (all sizes together) (4+ instances only)]
cell type,instances,area (um^2)
nor2,29,108.9
edfxtp,24,720.7
inv,21,78.83
nand2,16,60.06
dlxtn,10,150.1
mux2i,10,100.1
a21oi,8,40.04
xnor2,8,70.07
nand3,7,35.03
o21ai,7,35.03
fa,6,120.1
nor2b,6,37.54
ha,5,62.56
nor3,5,25.02
and3b,4,35.03
dfxtp,4,80.08
mux2,4,48.79
[routing by layer]
metal,routed length (um),GRT usage,part of all wire,vias up
li1,-,-,-,804
met1,1903,0.3209,0.47,733
met2,1968,0.3354,0.48,31
met3,143,0.02055,0.035,4
met4,45,0.03191,0.011,0
met5,0,0,0,-
[worst min-delay path, cell delays in order, from the launching register on]
cell	delay, ns
dfxtp_1	0.36
nand2_1	0.07
nand2_1	0.04
[worst max path at each step]
| stage | slack [ns] | endpoint |
|---|---|---|
| finish | 0.48 | add_next_state[1] |
| global route | 0.40 | add_next_state[0] |
| CTS | 0.46 | add_next_state[2] |
[where the power goes]
group	internal, W	switching [W]	total (W)
sequential	0.000689	0.0000417	0.000731
combinational	0.000147	0.000121	0.000269
clock	0.000268	0.000158	0.000426
total	0.00110	0.000321	0.00143
[metrics by stage]
step                instance area, um^2  hold slack (ns)
finish                             2492           0.5034
global placement                   2421           0.4900
floorplan                          2157           0.4521
CTS                                2492           0.5033
detailed placement                 2421           0.4905
global route                       2492           0.5470
[placed cells by master, fill, tap and decap left out, types with 4 or more instances in the layout]
cell type / n
buf_4: 4
fa_1: 6
nand3_1: 7
inv_1: 21
nor2b_1: 6
a21oi_1: 8
edfxtp_1: 24
mux2i_1: 10
and3b_1: 4
o21ai_0: 5
nor3_1: 5
xnor2_1: 8
nor2_1: 29
dfxtp_1: 4
nand2_1: 16
dlxtn_1: 10
ha_1: 5
clkdlybuf4s50_1: 18
[cells by family (layout without fill, tap and decap cells)]
| kind of cell | Yosys count | count (layout) |
|---|---|---|
| buffers and inverters | 23 | 47 |
| DFF | 28 | 28 |
| adders and majority gates | 12 | 12 |
| xor gates and xnor gates | 9 | 9 |
| latches | 13 | 13 |
| and+or+nand+nor | 88 | 88 |
| AOI/OAI and AO/OA | 28 | 28 |
| muxes | 14 | 14 |
Power is estimated from default activity; no workload was simulated.
